$ cat design.v
`timescale 1ns / 1ps
module CLK_div #(
    parameter BAUD = 115200,
    parameter CLK_frq = 100000000
)(
    input sys_clk, 
    input rst_n, 
    output reg baud_clk 
    );
    parameter DIV_MAX = CLK_frq/BAUD; 
    parameter EDGE_NUM =DIV_MAX/2; 
    reg [8:0]clk_cnt; 
    always @(posedge sys_clk or negedge rst_n) begin
        if(!rst_n)begin
            clk_cnt <= 10'd0;
            baud_clk <= 1'b0;
        end
        else if(clk_cnt == EDGE_NUM)begin
            clk_cnt <= 10'd0;
            baud_clk <= ~baud_clk;
        end
        else begin
            clk_cnt <= clk_cnt + 10'd1;
            baud_clk <= baud_clk;
        end
    end
endmodule
`timescale 1ns / 1ps
module UART_RX #(
    parameter BAUD = 115200, 
    parameter CLK_frq = 100000000, 
    parameter VERIFY_MODE = 0 
)(
    input sys_clk, 
    input rst_n, 
    input uart_rxd, 
    output reg uart_rx_done, 
    output reg [7:0]uart_rx_data 
    );
    parameter VERIFY_NONE = 2'b00; 
    parameter VERIFY_ODD  = 2'b01; 
    parameter VERIFY_EVEN = 2'b11; 
    localparam IDLE = 4'b0001;
    localparam DATA = 4'b0010;
    localparam VERI = 4'b0100;
    localparam STOP = 4'b1000;
    reg [3:0] cstate,nstate; 
    reg uart_rxd_d0,uart_rxd_d1; 
    reg [2:0] data_cnt; 
    wire baud_clk; 
    wire odd_verify_flag; 
    wire even_verify_flag; 
    CLK_div #(
        .BAUD(BAUD),
        .CLK_frq(CLK_frq)
    )CLK_div(
        .sys_clk(sys_clk),
        .rst_n(rst_n),
        .baud_clk (baud_clk)
    );
    always @(posedge sys_clk or negedge rst_n) begin
        if(!rst_n)begin
            uart_rxd_d0 <= 1'b0;
            uart_rxd_d1 <= 1'b0;
        end
        else begin
            uart_rxd_d0 <= uart_rxd;
            uart_rxd_d1 <= uart_rxd_d0;
        end
    end
    always @(posedge baud_clk or negedge rst_n) begin
        if(!rst_n)begin
            data_cnt <= 3'd0;
        end
        else if(cstate == DATA)begin
            data_cnt <= data_cnt + 3'd1;
        end
        else begin
            data_cnt <= 3'd0;
        end
    end
    always @(posedge baud_clk or negedge rst_n) begin
        if(!rst_n)begin
            cstate <= IDLE;
        end
        else begin
            cstate <= nstate;
        end
    end
    always @(*) begin
        case (cstate)
            IDLE: nstate = uart_rxd_d1?IDLE:DATA;
            DATA: nstate = (&data_cnt)?((VERIFY_MODE==VERIFY_NONE)?STOP:VERI):DATA;
            VERI: nstate = STOP;
            STOP: nstate = IDLE;
            default:nstate = IDLE;
        endcase
    end
    always @(negedge baud_clk or negedge rst_n) begin
        if(!rst_n)begin
            uart_rx_data <= 8'd0;
        end
        else begin
            case (cstate)
                DATA:uart_rx_data <= {uart_rxd_d1,uart_rx_data[7:1]};
                VERI,STOP:uart_rx_data <= uart_rx_data;
                default:uart_rx_data <= 8'd0;
            endcase
        end
    end
    assign odd_verify_flag = (VERIFY_MODE == VERIFY_ODD) && (uart_rxd_d1 == ~(^uart_rx_data))?1'b1:1'b0;
    assign even_verify_flag = (VERIFY_MODE == VERIFY_EVEN) && (uart_rxd_d1 == ^uart_rx_data)?1'b1:1'b0;
    always @(posedge baud_clk or negedge rst_n) begin
        if(!rst_n)begin
            uart_rx_done <= 1'b0;
        end
        else begin
            case (nstate)
                VERI:uart_rx_done <= (odd_verify_flag||even_verify_flag)?1'b1:1'b0;
                STOP:uart_rx_done <= 1'b1;
                default:uart_rx_done <= 1'b0;
            endcase
        end
    end
endmodule
$ cat run.sh
#!/bin/bash
# OpenROAD 26Q1-2900-gdf79404cd8, Yosys 0.63+post, stock flow scripts
make -C /OpenROAD-flow-scripts/flow DESIGN_CONFIG=/design/flow/config.mk WORK_HOME=/design/flow/orfs finish
$ cat config.mk
export PLATFORM = sky130hd
export DESIGN_NAME = UART_RX
export DESIGN_NICKNAME = UART_RX
export VERILOG_FILES = /design/flow/design.v
export SDC_FILE = /design/flow/constraint.sdc
export NUM_CORES = 4
export LEC_CHECK = 1
export CORE_AREA = 10 10 97 97
export DIE_AREA = 0 0 107 107
$ cat constraint.sdc
current_design UART_RX

set clk_period 1.5
set clk_io_pct 0.2

create_clock -name clk0 -period $clk_period [get_ports {sys_clk}]

set non_clock_inputs [all_inputs -no_clocks]
set_input_delay [expr $clk_period * $clk_io_pct] -clock clk0 $non_clock_inputs
set_output_delay [expr $clk_period * $clk_io_pct] -clock clk0 [all_outputs]
==> out/results.txt <==
outcome - completed
data required time of the critical path - 1.60 ns
setup repair after global routing missed its margin - no
vias in the first global route - 746
post-route non-filler standard cell count - 213
port buffer count - 11
proportion of register bits with asynchronous set or reset after synthesis - 100.0%
storage element area - 676.9 um2
syn avg cell area - 11.09 um2
number of max-cap violations - 0
Pleak - 0.5804 nW
crit path time final - 1.373 ns
Fin. Hold Viols - 0
relative area change from synthesis to final layout - 24.00%
global router's overall resource usage - 3.522%
average wire per standard cell - 8.803 um
maximum fanout count along the critical path - 6
top-level I/O count - 12
total via count in the routed design - 745
Die Height - 107 um
ratio of final minimum period to clock period - 91.55%
critical path startpoint - CLK_div.clk_cnt[0]
Least-Margin Pin Slew - 0.4491 ns
leading post-synthesis cells by cell area - dfrtp_1 40%, dfrtn_1 18%, nand2_1 6.3%, ha_1 4.4%, o21ai_0 3.5%
# hold bufs at CTS - 0
post-synth top area share - 39.82%
final RePlAce weighted congestion - 0.7784
Setup Total Neg Slack - 0 ns
power density over the cells - 445.1 nW/um2
category of the most critical setup path - flip-flop to flip-flop
largest net degree at the start of global routing - 28
post-detailed-route count of antenna-violating nets - 0
total global routing overflow - 0
Bufs on Longest Clock Path - 2
floorplan utilization - 15.51%
dominant register cell in the synthesized netlist - dfrtp_1
Synth top cell by count - nand2_1
Data arrival, critical path - 1.47 ns
ys flops - 27
antenna violations before repair - 0
floorplan core area - 7292 um2
Fmax - 728.2 MHz
Crit Reg-Reg Startpoint - CLK_div.clk_cnt[0]
number of enable flip-flop cells - 0
final number of max-transition violations - 0
chip area estimate from yosys synthesis - 1131 um2
share of layout cells above drive strength 1 - 7.895%
worst IR drop on VDD - 620.7 uV
number of placed instances with taps included - 210
number of library cell types mapped by synthesis - 28
final setup fails - 0
endpoints left unconstrained - 24
CTS tree - yes
largest area contributor in the netlist - dfrtp_1
CTS Buf Count - 3
clock latency of the later-clocked register in the worst-skew pair - 0.23 ns
setup slack after layout - 0.1267 ns
cell total in the yosys stat output - 102
htree depth - 1
type of element capturing the critical path - flip-flop
pre-CTS setup slack - 0.1140 ns
RR Endpoint - CLK_div.clk_cnt[5]
drt total wl - 1875 um
count of unclocked register or latch pins - 15
Post-DP HPWL - 1418 um
launching element type of the critical path - flip-flop
Die Outline Area - 11450 um2
CTS root buf - clkbuf_8
initial drt markers - 20
Post-synth seq share - 59.85%
worst-case reg-to-reg path depth - 5
netlist area before placement - 1131 um2
gate count after technology mapping - 102
Post-route DRC - 0
number of warnings the tools reported - 26
clock tree skew after final layout - 0.002297 ns
register-to-register setup slack - 0.13 ns
fillers - 826
width of the die - 107 um
number of placement rows - 31
global-route wire length before repair - 3505 um
average via count per standard cell - 3.498
worst-case headroom to the max-slew limit - 70.06%
Pre-Repair DR Iteration Count - 4
number of setup buffers added after CTS - 0
Multi-input gate area - 416.7 um2
Resize count post-CTS - 0
Worst Hold Slack - 0.3801 ns
worst hold path depth - 0
Inserted Diodes - 0
most instantiated cells after synthesis - 19 x nand2_1, 18 x dfrtp_1, 8 x dfrtn_1, 8 x o21ai_0
clock-pin slew reported for the worst setup and hold paths after clock tree synthesis - 0.05 ns
Min-Delay Path Class - flip-flop to flip-flop
Syn. warnings - 2
timing endpoint of the critical path - CLK_div.clk_cnt[5]
## metrics by stage
stage / power (mW) / area, um2 / utilization [%]
6_report: 0.6243 / 1403 / 19.23
3_5_place_dp: 0.3560 / 1361 / 18.67
3_3_place_gp: 0.3560 / 1361 / 18.67
2_1_floorplan: 0.3336 / 1131 / -
5_1_grt: 0.6595 / 1403 / 19.23
4_1_cts: 0.6380 / 1403 / 19.23
## area by class of cell
class / instances / area share, %
clock buffers: 3 / 2.944
inverters: 5 / 1.338
multi-input cells: 66 / 29.71
flip-flops and latches: 27 / 48.26
well taps: 99 / 8.831
repair buffers: 13 / 8.921
## state kept, by name, indices dropped and copies added, names as in the netlist
register,count
CLK_div.clk_cnt,9
uart_rxd_d0,1
uart_rx_done,1
uart_rx_data,8
cstate,3
uart_rxd_d1,1
data_cnt,3
CLK_div.baud_clk,1
## placed cells by master, fill, tap and decap left out, drive strengths merged, types with 2 or more instances in the layout
cell           Yosys  routed
nand2             19      19
dfrtp             18      18
clkdlybuf4s50      0      11
o21ai              8       8
dfrtn              8       8
nand3              6       6
nor2               6       6
inv                5       5
ha                 4       4
xnor2              3       3
and2               3       3
clkbuf             3       3
nand4              2       2
xor2               2       2
buf                1       2
## report_power, final
group	switching (mW)	leakage (nW)	internal, mW
Sequential	0.00213	0.359	0.327
Clock	0.0993	0.0216	0.175
Combinational	0.0140	0.200	0.00623
## worst min path at each step
| stage | start | to | slack [ns] |
|---|---|---|---|
| finish | uart_rxd_d0 | uart_rxd_d1 | 0.38 |
| CTS | uart_rxd_d0 | uart_rxd_d1 | 0.37 |
| global route | uart_rxd_d0 | uart_rxd_d1 | 0.39 |
## kinds of logic (layout without fill, tap and decap cells)
logic type      count (synthesis)  after routing  synth area share, %
simple gates                   44             44                21.57
compound gates                 13             13                6.970
xor+xnor                        5              5                3.872
buf+inv                         9             21                3.319
fa+ha+maj                       4              4                4.425
flops                          27             27                59.85
## worst max-delay path: stages, from the launching register on
cell	delay, ns
dfrtp_1	0.42
inv_1	0.08
ha_1	0.18
nand4bb_4	0.15
o311ai_0	0.31
nand3_1	0.10
## metal layers
metal / vias to the layer above / GRT usage, % / part of all wire, %
met5: - / 0 / 0
met4: 0 / 0.1934 / 0
met2: 11 / 5.443 / 45
met1: 359 / 4.942 / 49
met3: 0 / 1.152 / 5.8
li1: 375 / - / -
Power figures rest on the tool's default switching activity, not on a simulated workload.
