===== design.v =====
`timescale 1ns / 1ps
module CLK_div #(
    parameter BAUD = 115200,
    parameter CLK_frq = 100000000
)(
    input sys_clk, 
    input rst_n, 
    output reg baud_clk 
    );
    parameter DIV_MAX = CLK_frq/BAUD; 
    parameter EDGE_NUM =DIV_MAX/2; 
    reg [8:0]clk_cnt; 
    always @(posedge sys_clk or negedge rst_n) begin
        if(!rst_n)begin
            clk_cnt <= 10'd0;
            baud_clk <= 1'b0;
        end
        else if(clk_cnt == EDGE_NUM)begin
            clk_cnt <= 10'd0;
            baud_clk <= ~baud_clk;
        end
        else begin
            clk_cnt <= clk_cnt + 10'd1;
            baud_clk <= baud_clk;
        end
    end
endmodule
`timescale 1ns / 1ps
module UART_TX #(
    parameter BAUD = 115200,
    parameter CLK_frq = 100000000
)(
    input sys_clk, 
    input rst_n, 
    input uart_en, 
    input [7:0]data, 
    output reg uart_txd 
    );
    wire baud_clk;
    CLK_div #(
        .BAUD(BAUD),
        .CLK_frq(CLK_frq)
    )CLK_div_dut(
        .sys_clk(sys_clk),
        .rst_n(rst_n),
        .baud_clk (baud_clk)
    );
    reg uart_en_d0,uart_en_d1;
    always @(posedge baud_clk or negedge rst_n) begin
        if(!rst_n)begin
            uart_en_d0 <= 1'b0;
            uart_en_d1 <= 1'b0;
        end
        else begin
            uart_en_d0 <= uart_en;
            uart_en_d1 <= uart_en_d0;
        end
    end
    localparam IDLE = 4'b0001;
    localparam START= 4'b0010;
    localparam DATA = 4'b0100;
    localparam STOP = 4'b1000;
    reg [3:0] cstate,nstate;
    reg [7:0] data_reg;
    reg [2:0] data_cnt;
    always @(posedge baud_clk or negedge rst_n) begin
        if(!rst_n)begin
            data_cnt <= 3'd0;
        end
        else if(cstate == DATA)begin
            data_cnt <= data_cnt + 3'd1;
        end
        else begin
            data_cnt <= 3'd0;
        end
    end
    always @(posedge baud_clk or negedge rst_n) begin
        if(!rst_n)begin
            cstate <= IDLE;
        end
        else begin
            cstate <= nstate;
        end
    end
    always @(*) begin
        case (cstate)
            IDLE,STOP:begin
                nstate = uart_en_d1?START:IDLE;
            end
            START:begin
                nstate = DATA;
            end
            DATA:begin 
                nstate = (&data_cnt)?STOP:DATA;
            end
            default:nstate = IDLE;
        endcase
    end
    always @(posedge baud_clk or negedge rst_n) begin
        if(!rst_n)begin
            data_reg <= 8'h00;
            uart_txd <= 1'b1;
        end
        else begin
            case (nstate)
                START:begin
                    data_reg <= data;
                    uart_txd <= 1'b0;
                end
                DATA:begin
                    data_reg <= data_reg>>1;
                    uart_txd <= data_reg[0];
                end
                STOP:begin
                    data_reg <= 8'h00;
                    uart_txd <= 1'b1;
                end
                default:begin
                    data_reg <= 8'h00;
                    uart_txd <= 1'b1;
                end
            endcase
        end
    end
endmodule

===== run.sh =====
#!/bin/bash
# OpenROAD 26Q1-2900-gdf79404cd8, Yosys 0.63+post, stock flow scripts
make -C /OpenROAD-flow-scripts/flow DESIGN_CONFIG=/design/flow/config.mk WORK_HOME=/design/flow/orfs finish

===== config.mk =====
export PLATFORM = sky130hd
export DESIGN_NAME = UART_TX
export DESIGN_NICKNAME = UART_TX
export VERILOG_FILES = /design/flow/design.v
export SDC_FILE = /design/flow/constraint.sdc
export NUM_CORES = 4
export LEC_CHECK = 1
export CORE_AREA = 10 10 89 89
export DIE_AREA = 0 0 99 99

===== constraint.sdc =====
current_design UART_TX

set clk_period 1.5
set clk_io_pct 0.2

create_clock -name clk0 -period $clk_period [get_ports {sys_clk}]

set non_clock_inputs [all_inputs -no_clocks]
set_input_delay [expr $clk_period * $clk_io_pct] -clock clk0 $non_clock_inputs
set_output_delay [expr $clk_period * $clk_io_pct] -clock clk0 [all_outputs]

==> results.yml <==
# flow metrics
outcome:
  run_status: "complete, no violations"
layout:
  mi_logic_area_um2: 417
  largest_reg_flops: 9
  fillers: 621
  syn2layout_area_growth_pct: 24.9
  final_layout_size_suffix_gt1_frac: 0.132
  fin_util: 0.236
  total_area_of_sequential_cells_um2: 703
setup_path:
  reg2reg_depth: 3
  critPathCaptureType: "flop"
  cp-start-kind: "flop"
  cp-startpoint: "CLK_div_dut.clk_cnt[3]"
  worst_path_arrival_time_ns: 1.49
  crit_path_end: "CLK_div_dut.clk_cnt[5]"
  ff2ff_setup_slack_ns: 0.11
  crit_required_ns: 1.60
  worstReg2RegStart: "CLK_div_dut.clk_cnt[3]"
  critical_path.max_fanout: 5
  timing.setup.critical_path_class: "reg -> reg"
  end_of_the_worst_register_to_register_path: "CLK_div_dut.clk_cnt[5]"
sta:
  setup_tns_ns: 0
  skew_final_ns: 0.00335
  grt_setup_unrepaired: "no"
  relSlewSlack: 0.535
  min_period_over_period: 0.929
  achievable-frequency_mhz: 717
  timing_hold_violations_final: 0
  final_max_slew_viol_count: 0
  register_pins_left_without_a_clock: 18
  timing_worst_slew_pin_value_ns: 0.696
  finalCriticalPeriod_ns: 1.39
  untimed_endpoints: 19
  setup_viol_count_final: 0
power_and_ir_drop:
  p_clk_frac: 0.512
  share_comb_of_total_power: 0.069
  power_density_normalized_to_cell_area_mw_per_mm2: 458
  sw_frac_of_total: 0.185
  cellLeakagePower_uw: 0.000656
  power.internal_uw: 527
  share_seq_of_total_power: 0.419
  ir_worst_vdd_mv: 0.665
  finalPower_uw: 647
  sw_power_uw: 119
global_routing:
  wire_length_of_the_first_global_routing_pass_um: 3520
  grt_use_total: 0.0424
  antenna_violations_before_repair: 0
  grt_max_degree: 19
  grt_pass1_vias: 735
  grt.overflow.total: 0
placed_design:
  port_buffers: 11
  globalplace.congestion: 0.805
route:
  remaining_drc_errors: 0
  post_detailed_route_wirelength_per_cell_um: 11.1
  routed_via_density: 3.85
  drt_first_iter_violations: 22
  final_antenna_net_count: 0
  route.vias.total: 697
  antenna_cells: 0
  drt-pass1-iter-count: 3
  totalWireLength_um: 2000
floorplan:
  io-pin-count: 12
  chip_area_mm2: 0.00980
  die_height_um: 99
  floorplan.initialDensity: 0.189
  fp.coreArea_mm2: 0.00599
  rows: 28
  die_width_um: 99
yosys:
  synth_seq_share: 0.622
  netlist_instances: 88
  yosysChipArea_mm2: 0.00113
  syn_avg_cell_area_um2: 12.9
  top_cell_type_by_instance_count_after_synthesis: "dfrtp_1"
  yosys_register_bits: 28
  ys_types: 27
  synth-cells-yosys: 88
  post_synth_most_frequent_cells: "dfrtp_1, nor2_1, a22o_1"
  yosysTopAreaCellShare: 0.575
  top_reg_cell_synth: "dfrtp_1"
  total_of_warnings_raised_by_yosys: 2
  postSynth.asyncResetShare: 1.00
  synth-edff-count: 0
  post_synth_instance_area_mm2: 0.00113
  post_synth_main_area_contributors: "dfrtp_1, a22o_1, dfstp_2"
  yosysTopAreaCell: "dfrtp_1"
clocking:
  num_cts_buffers: 3
  tritoncts_clock_tree: "yes"
  clock_insertion_delay_worst_skew_ns: 0.23
  root_buffer: "clkbuf_8"
  clkSlewWorstSetupHoldPaths_ns: 0.05
  htree_levels: 1
  maximum_buffer_depth_of_the_clock_tree: 2
  post-cts-setup-buffers: 0
  holdBufCountCts: 0
  cts_resized: 0
min_path:
  worst_hold_check_path_type: "in -> async"
run:
  cap_viol_max_count: 0
  openroad.warnings: 26
-- per-stage QoR --
stage          instance area, um^2  cells  hold WS, ns  setup slack, ns
6_report                      1410    181        0.413            0.106
3_3_place_gp                  1360    177        0.462            0.130
5_1_grt                       1410    181        0.484           0.0621
3_5_place_dp                  1360    177        0.463            0.111
4_1_cts                       1410    181        0.435            0.101
2_1_floorplan                 1130     88      0.00441            0.168
-- cell families after synthesis --
kind of cell,share of synthesized area
compound gates,0.101
xor+xnor,0.0387
fa+ha+maj,0.0442
buf+inv,0.00996
flops,0.622
mux,0.00885
simple gates,0.176
-- cells in the final DEF (no fill, tap or decap), types with 2 or more instances in the layout --
cell	netlist	routed
dfrtp_1	26	26
clkdlybuf4s50_1	0	11
nor2_1	8	8
a22o_1	7	7
nand2b_1	5	5
nand3_1	5	5
and2_1	4	4
ha_1	4	4
clkbuf_8	0	4
nand4_1	3	3
xor2_1	3	3
inv_1	3	3
buf_4	0	3
nand2_1	2	2
xnor2_1	2	2
dfstp_2	2	2
-- worst min path at each step --
stage,cells after the start,startpoint,slack [ns],endpoint
CTS,1,rst_n,0.43,CLK_div_dut.clk_cnt[6]
finish,1,rst_n,0.41,CLK_div_dut.clk_cnt[6]
global route,1,rst_n,0.48,CLK_div_dut.clk_cnt[1]
-- power by group through the flow --
stage	Clock [uW]	Combinational, uW	Sequential, uW
6_report	331	44.8	271
5_1_grt	359	50.7	270
4_1_cts	343	46.7	270
-- per-layer routing --
metal	global-route usage	up-vias	wire, um
met2	0.0621	13	818
met3	0.0113	2	85
met5	0	-	0
met1	0.0631	337	1090
met4	0.00441	0	9
li1	-	345	-
-- worst max-delay path, stage by stage, from the launching register on --
cell,delay (ns)
dfrtp_1,0.42
or3b_4,0.45
o311ai_0,0.29
nand3_1,0.11
-- area by class of cell --
class                           instances  area share
Sequential cell                        28       0.498
Multi-Input combinational cell         57       0.295
Timing Repair Buffer                   14      0.0939
Tap cell                               75      0.0664
Clock buffer                            4      0.0390
Inverter                                3     0.00797
Power is estimated from default activity; no workload was simulated.
